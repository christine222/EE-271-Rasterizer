===== flow/config.mk =====
export PLATFORM = sky130hd
export DESIGN_NAME = tree_hash
export DESIGN_NICKNAME = tree_hash
export VERILOG_FILES = /design/flow/design.v
export SDC_FILE = /design/flow/constraint.sdc
export NUM_CORES = 4
export LEC_CHECK = 1
export CORE_AREA = 10 10 70 70
export DIE_AREA = 0 0 80 80

===== flow/constraint.sdc =====
current_design tree_hash

set clk_period 1.0
set clk_io_pct 0.2

create_clock -name clk0 -period $clk_period

set non_clock_inputs [all_inputs -no_clocks]
set_input_delay [expr $clk_period * $clk_io_pct] -clock clk0 $non_clock_inputs
set_output_delay [expr $clk_period * $clk_io_pct] -clock clk0 [all_outputs]

===== flow/design.v =====
package rast_params;
    localparam SIGFIG = 24;  
    localparam RADIX = 10;  
    localparam VERTS = 3;  
    localparam AXIS = 3;  
    localparam COLORS = 3;  
    localparam PIPES_BOX = 3;  
    localparam PIPES_ITER = 1;  
    localparam PIPES_HASH = 2;  
    localparam PIPES_SAMP = 2;  
endpackage
module tree_hash
#(
    parameter IN_WIDTH = 40,
    parameter OUT_WIDTH = 8
)
(
    input logic unsigned [IN_WIDTH-1:0]      in_RnnH,  
    input logic unsigned [OUT_WIDTH-1:0]     mask_RnnH,  
    output logic unsigned [OUT_WIDTH-1:0]    out_RnnH    
);
    logic unsigned [31:0]   arr32_RnnH ;
    logic unsigned [15:0]   arr16_RnnH ;
    assign arr32_RnnH[7:0]   = in_RnnH[7:0]   ^ in_RnnH[15:8]  ;  
    assign arr32_RnnH[15:8]  = in_RnnH[15:8]  ^ in_RnnH[23:16] ;  
    assign arr32_RnnH[23:16] = in_RnnH[23:16] ^ in_RnnH[31:24] ;  
    assign arr32_RnnH[31:24] = in_RnnH[31:24] ^ in_RnnH[39:32] ;  
    assign arr16_RnnH[7:0] = arr32_RnnH[7:0] ^ arr32_RnnH[23:16] ;  
    assign arr16_RnnH[15:8] = arr32_RnnH[15:8] ^ arr32_RnnH[31:24] ;  
    assign out_RnnH[OUT_WIDTH-1:0] = ( arr16_RnnH[7:0] ^ arr16_RnnH[15:8] ) & mask_RnnH[7:0] ;
endmodule

===== flow/run.sh =====
#!/bin/bash
# OpenROAD 26Q1-2900-gdf79404cd8, Yosys 0.63+post, stock flow scripts
make -C /OpenROAD-flow-scripts/flow DESIGN_CONFIG=/design/flow/config.mk WORK_HOME=/design/flow/orfs finish

==> job_summary.md <==
### Yosys + OpenROAD results

| Metric | Value |
|---|---|
| Minimum clock period | `954 ps` |
| Via count of the first global-routing pass | `234` |
| Crit path cell chain | `clkdlybuf4s15_1 -> xor2_1 -> and2_1 -> buf_2` |
| Post-route design area | `403 sq um` |
| HP Class | `input pin to primary output` |
| Leak pwr | `0.204 nW` |
| Area Overhead vs Synth | `235%` |
| Ports placed on the boundary | `56` |
| Highest fanout seen on the critical path | `1` |
| Yosys top cell by area | `xor2_1` |
| First-pass GRT wire length | `1100 um` |
| Post-Layout Cell Count | `94` |
| Total detailed-routing wirelength | `756 um` |
| Chip area estimate from yosys synthesis | `120 sq um` |
| Sum of negative setup slack | `0 ps` |
| Violation tally from detailed-route iteration zero | `0` |
| Die extent in y | `80 um` |
| Data required time of the worst path | `800 ps` |
| Maxcap violations | `0` |
| Maximum number of pins on one net before global-route repair | `2` |
| CTS Hold Buffers Added | `0` |
| Sequential share of the synthesized area | `0` |
| Run status | `finished, final reports clean` |
| Count of cell types in the netlist | `2` |
| Horiz. Die Dim | `80 um` |
| Via count normalized by instance count | `2.28` |
| Relative slew slack | `0.928` |
| Number of rows created at floorplan | `21` |
| Sequential standard cell area | `0 sq um` |
| Type of element launching the critical path | `input pin` |
| Buffers added on ports | `32` |
| Sequential cell count of the final layout | `0` |
| Actual transition at the worst max-transition pin | `108 ps` |
| Post-Place Cells | `94` |
| # setup viols final | `0` |
| Ratio of cells with drive above 1 in the final layout | `0.354` |
| Syn Inst Count | `16` |
| Summed instance area of the synthesized netlist | `120 sq um` |
| Total via count after detailed routing | `214` |
| Antenna diode instance count | `0` |
| Total Routing Usage GR | `0.0201` |
| Congestion Overflow GR | `0` |
| Initial DRT Pass Iterations | `1` |
| Tool warnings | `56` |
| Worst stage delay on the critical path | `170 ps` |
| Routed Antenna Nets | `0` |
| Starting utilization of the core area | `0.0352` |
| Worst Setup Slack post-DPL | `-645 ps` |
| Average cell area after synthesis | `7.51 sq um` |
| Tcrit/Tclk final | `0.954` |
| Leading post-synthesis cells by instance count | `and2_1, xor2_1` |
| Die Outline Area | `6400 sq um` |
| Top cells by area | `xor2_1, and2_1` |
| Final hold violations | `0` |
| Post-route worst hold slack | `765 ps` |
| Category of the critical setup timing path | `input pin to primary output` |
| Critical Path End Type | `primary output` |
| Number of antenna violations at the first check in global routing | `0` |
| Share of the synthesized area in the top cell type | `0.583` |
| Routability Congestion | `0.763` |
| Unrepaired setup endpoints after global routing | `false` |
| Final setup margin | `45.9 ps` |
| Launching element of the worst setup path | `in_RnnH[39]` |
| Worst setup path endpoint | `out_RnnH[7]` |
| Critical path data arrival time | `750 ps` |
| Area of the core region | `3420 sq um` |
| Average wire per standard cell | `8.04 um` |
| Slowest stage cell, crit path | `clkdlybuf4s15_1` |
| Final max-slew violation count | `0` |
| DRC violation count after routing | `0` |
| Number of clock buffers in the layout | `0` |
| Post-Place Cell Area | `498 sq um` |
| Number of warnings issued by yosys | `0` |
| Power density of the placed cells | `288 nW/um^2` |
| Worst vdd ir | `0.0503 mV` |
| Post-synthesis cell count from yosys | `16` |
| Highest achievable clock rate | `1050 MHz` |
power by group:
part           total [mW]  internal (mW)  switching [mW]  leakage (nW)
sequential              0              0               0             0
clock                   0              0               0             0
combinational       0.116         0.0856          0.0305         0.204
total               0.116         0.0856          0.0305         0.204
stage by stage:
stage	utilization	total power, mW
after global routing	0.118	0.132
final	0.118	0.116
after floorplan	-	0.0291
after global placement	0.146	0.179
after CTS	0.129	0.128
after detailed placement	0.146	0.180
routing by layer:
layer / vias up / GRT usage / part of all wire
met5: - / 0 / 0
met4: 0 / 0 / 0
met3: 0 / 0.0136 / 0.21
met2: 22 / 0.0313 / 0.38
met1: 80 / 0.0237 / 0.42
li1: 112 / - / -
placed cells by master (no fill, tap or decap):
cell	netlist	final
clkbuf_2	0	8
xor2_1	8	8
and2_1	8	8
dlygate4sd2_1	0	8
buf_2	0	9
clkdlybuf4s15_1	0	7
worst min path at each step:
stage,cells after the start,slack [ps],endpoint,start
global route,3,790,out_RnnH[4],mask_RnnH[4]
CTS,3,780,out_RnnH[1],mask_RnnH[1]
finish,3,760,out_RnnH[1],mask_RnnH[1]
repair_timing:
action                                  4_1_cts  5_1_grt
buffers inserted                              0        0
endpoints found under the setup margin        8        6
gates resized                                64       10
pin swaps                                    16        9
worst max-delay path, delay by kind of cell:
family,cells,cell delay (ps)
buffers and inverters,2,280
xor gates and xnor gates,1,130
and+or+nand+nor,1,140
final cells by class:
| class | instances | area, sq um |
|---|---|---|
| fill | 404 | 3010 |
| timing repair buffer | 32 | 225 |
| multi-input combinational | 16 | 120 |
| tap | 46 | 57.6 |
kinds of logic (layout without fill, tap and decap cells):
kind of cell / count (synthesis) / in the layout / synth area share
xor gates and xnor gates: 8 / 8 / 0.583
buffers and inverters: 0 / 32 / 0
and+or+nand+nor: 8 / 8 / 0.417
Power and IR drop assume default switching activity.
